===== design/flow/run.sh =====
#!/bin/bash
# OpenROAD 26Q1-2900-gdf79404cd8, Yosys 0.63+post, stock flow scripts
make -C /OpenROAD-flow-scripts/flow DESIGN_CONFIG=/design/flow/config.mk WORK_HOME=/design/flow/orfs finish

===== design/flow/config.mk =====
export PLATFORM = sky130hd
export DESIGN_NAME = synchronous_fifo
export DESIGN_NICKNAME = synchronous_fifo
export VERILOG_FILES = /design/flow/design.v
export SDC_FILE = /design/flow/constraint.sdc
export NUM_CORES = 4
export LEC_CHECK = 1
export CORE_AREA = 10 10 106 106
export DIE_AREA = 0 0 116 116

===== design/flow/design.v =====
`timescale 1ns / 1ps
module synchronous_fifo(clk,reset_i,full_o,data_i,wr_en_i,empty_o,data_o,rd_en_i);
input clk,reset_i,wr_en_i,rd_en_i;
output full_o,empty_o;
input [2:0] data_i;
output reg [2:0] data_o;
parameter depth = 8;
reg [2:0] mem [0 : depth-1];
reg [2:0] wrt_ptr,rd_ptr;
reg [3:0] count ;
assign empty_o = (count == 0)? 1 : 0;
assign full_o = (count == depth)? 1 : 0;
always @(posedge clk,negedge reset_i)
begin
    if(!reset_i)
    begin
    wrt_ptr <= 0;
    end
    else
    begin
        if(wr_en_i)
        begin
            mem[wrt_ptr] <= data_i; 
            wrt_ptr <= wrt_ptr + 1;
        end
    end
end
always @(posedge clk,negedge reset_i)
begin
    if(!reset_i)
    begin
    rd_ptr <= 0;
    end
    else
    begin
        if(rd_en_i)
        begin
            data_o <= mem[rd_ptr]; 
            rd_ptr <= rd_ptr + 1;
        end
    end
end
always @(posedge clk, negedge reset_i)
begin
    if(!reset_i)
    begin
        count <= 0;
    end
    else
    begin
        if(rd_en_i)
        begin
            if(wr_en_i)
            begin
            count <= count + 0;
            end
            else
            begin
            count = count - 1;
            end
        end
        else
        begin
             if(wr_en_i)
             begin
                count <= count + 1;
             end
             else
             begin
                count <= count + 0;
             end
        end
    end
end
endmodule

===== design/flow/constraint.sdc =====
current_design synchronous_fifo

set clk_period 1.8
set clk_io_pct 0.2

create_clock -name clk0 -period $clk_period [get_ports {clk}]

set non_clock_inputs [all_inputs -no_clocks]
set_input_delay [expr $clk_period * $clk_io_pct] -clock clk0 $non_clock_inputs
set_output_delay [expr $clk_period * $clk_io_pct] -clock clk0 [all_outputs]

==> results.cfg <==
; flow metrics
[finish]
syn_to_final_growth_pct = 26.2
fill_cells = 917
drive_gt1_frac = 0.214
layout_top_cells = edfxtp_1, buf_4, ha_1
lay_top_count = edfxtp_1

[global_route]
grt_util_met2 = 0.0777
antenna_found_initial = 0
grt_use_total = 0.0509
grt_pass1_wl_mm = 5.49
met1_usage = 0.0660
grt_pass1_vias = 1150
use_met3 = 0.0220
grt_overflow = 0
busiest_layer = met2
grt_max_degree = 14

[yosys]
top_area_cell = edfxtp_1
top_area_frac = 0.463
aoi_share = 0.0964
logic_family = adder cells
top_cells_by_area = edfxtp_1, dfrtp_1, ha_1
ys_sh_simple = 0.107
postSynthSeqShare = 0.605
synth.area.mux_share = 0.0243
avgSynthCellArea_um2 = 13.8
xor_share = 0.0250
ys.flops = 37
ys_cells = 127
yosys-stat-area_mm2 = 0.00175
yosys.area_share.adder = 0.111
syn_area_mm2 = 0.00175
netlist_instances = 127
synth_cell_types = 35
yosysWarnings = 2

[floorplan]
die_x_um = 116
die-area_mm2 = 0.0135
fp-utilization = 0.198
die_h_um = 116
row_count = 34
ios = 12
core_area_mm2 = 0.00885

[clock_tree]
cts_sinks = 37
cts_tree = yes
cts_buffer_depth = 2
hold_buffers = 0
path_clk_slew_ps = 80
root_buffer = clkbuf_8
h-tree-depth = 2
cts_made_buffers = 5
clk_latency_ps = 290

[pwr]
power_mw = 3.04
ir_worst_vdd_v = 0.000562
p_leak_nw = 0.886
pwr_density_cell_mw_per_mm2 = 1370

[final_timing]
rsz0062_at_grt = true
finalCritPeriodShare = 1.01
period_needed_ps = 1830
relSlewSlack = 0.796
clock_skew_ps = 6.92
setup_violations = 3
fin_ws_ps = -26.6
slew_viol_final = 0
hold_viol = 0
max_freq_mhz = 547
tightest_slew_ps = 302
setup-tns-final_ps = -57.8

[critical_path]
critPathLaunchType = flop
required_ps = 1940
criticalPathCategory = flop to flop
worst_ep_arrival_time_ps = 1960
end_kind = flop
cp_max_fo = 4

[flow_run]
warnings = 35
cap_viol_max_count = 0

[drt]
drc = 0
drt_iter0_drc = 47
antenna_cells = 0
wl_per_cell_um = 12.1
vias = 1104
ant_nets = 0
drt-vias-per-instance = 4.13
drt-pass1-iter-count = 4
drt_wl_total_mm = 3.23

[place]
place_congestion = 0.856
place_ws_ps = -138
numPortBuffers = 11
hpwl_mm = 2.39

[min_path]
worstHoldPathType = primary input to asynchronous set/reset pin

[outcome]
status = complete, but fails checks
violations = setup timing
[repair_timing]
item | 4_1_cts | 5_1_grt
gates resized | 7 | 0
hold endpoints to repair | 0 | 0
setup buffers | 1 | 0
pin swaps | 2 | 0
setup endpoints to repair | 5 | 3
[power breakdown]
part | leakage [nW] | switching, mW | total (mW) | internal [mW]
Combinational | 0.483 | 0.561 | 1.19 | 0.629
Sequential | 0.358 | 0.161 | 1.29 | 1.13
Clock | 0.0455 | 0.293 | 0.560 | 0.267
[stage by stage]
step	area, um2	hold slack, ps	utilization	cells
floorplan	1760	64.4	-	127
global placement	2100	519	0.237	258
detailed placement	2100	529	0.237	258
CTS	2210	389	0.250	267
global route	2210	387	0.250	267
finish	2210	384	0.250	267
[synth_stat cells]
master / n
or2_4: 1
and2_1: 2
nor3_1: 3
a311oi_1: 1
clkbuf_1: 1
inv_1: 9
xnor2_1: 1
nor4_1: 1
a22oi_1: 2
or4_4: 1
edfxtp_1: 27
and3b_1: 1
dfrtp_1: 10
o21ai_0: 2
buf_6: 1
nand2_1: 3
and3_1: 8
and2_2: 1
nor3b_1: 2
a22o_1: 1
fa_1: 1
buf_2: 1
a221oi_1: 4
a31oi_1: 3
nand3b_1: 1
nor4b_1: 2
xor2_1: 4
a21o_1: 3
a222oi_1: 2
nand3_1: 1
a21oi_1: 6
ha_1: 14
mux2_2: 2
nor2_1: 3
mux2i_1: 2
[cell type report]
cell class	instances	area, um2	share of cell area
multi-input combinational	78	666	0.301
sequential	37	1060	0.481
inverter	9	33.8	0.0153
tap	108	135	0.0611
clock buffer	5	68.8	0.0311
timing repair buffer	27	228	0.103
clock inverter	3	17.5	0.00792
[critical path, cell delays in order (launching register included)]
cell     delay (ps)
dfrtp_1         410
ha_2            220
ha_4            160
or4_4           500
or2_4           250
a31oi_1         140
[metal layers]
layer | part of all wire | vias to the layer above
li1 | - | 542
met1 | 0.47 | 528
met2 | 0.45 | 25
met3 | 0.069 | 9
met4 | 0.018 | 0
met5 | 0 | -
[cells by family after synthesis]
logic type / count (synthesis)
buffers and inverters: 12
muxes: 4
xor gates and xnor gates: 5
adders and majority gates: 15
AOI/OAI and AO/OA: 24
DFF: 37
and+or+nand+nor: 30
[sequential cells by signal (all words and copies together), names as in the netlist]
name     count
mem         24
count        4
data_o       3
rd_ptr       3
wrt_ptr      3
[final timing paths]
kind / from / endpoint / slack [ps] / cells after the start
setup / recovery: rd_ptr[1]$_DFFE_PN0P_ / data_o[0]$_DFFE_PP_ / -30 / 5
hold / removal: reset_i / rd_ptr[2]$_DFFE_PN0P_ / 380 / 2
setup reg to reg: rd_ptr[1]$_DFFE_PN0P_ / data_o[0]$_DFFE_PP_ / -30 / 5
hold reg to reg: wrt_ptr[0]$_DFFE_PN0P_ / wrt_ptr[0]$_DFFE_PN0P_ / 540 / 1
max in group asynchronous: reset_i / count[0]$_DFFE_PN0P_ / 1240 / 2
min in group clk0: wrt_ptr[0]$_DFFE_PN0P_ / wrt_ptr[0]$_DFFE_PN0P_ / 540 / 1
No activity file was given, so power comes from the tool's default toggle rates.
